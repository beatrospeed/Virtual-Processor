<file path="flow/config.mk">
export PLATFORM = sky130hd
export DESIGN_NAME = mdr_reg
export DESIGN_NICKNAME = mdr_reg
export VERILOG_FILES = /design/flow/design.v
export SDC_FILE = /design/flow/constraint.sdc
export NUM_CORES = 4
export LEC_CHECK = 1
export CORE_AREA = 10 10 110 110
export DIE_AREA = 0 0 120 120
</file>
<file path="flow/constraint.sdc">
current_design mdr_reg

set clk_period 1.0
set clk_io_pct 0.2

create_clock -name clk0 -period $clk_period [get_ports {clock}]

set non_clock_inputs [all_inputs -no_clocks]
set_input_delay [expr $clk_period * $clk_io_pct] -clock clk0 $non_clock_inputs
set_output_delay [expr $clk_period * $clk_io_pct] -clock clk0 [all_outputs]
</file>
<file path="flow/design.v">
module MD_Mux (output [31:0] Output, input [31:0] A, input [31:0] B, input [31:0] C,input [31:0] D,input[1:0] Select);
assign Output = (Select == 0) ? A :(Select == 1) ? B:(Select == 2) ? C :(Select == 3) ? D : 32'bx;
endmodule 
module Reg32(input [31:0] D, input clock, input clear, input load, output reg [31:0] Q); 
	always @(posedge clock)
		if(clear)
		begin
			Q <= 32'b0; 
			end 
			else if(load)
			begin 
			Q  <= D; 
			end 
endmodule 
module Reg64(input [63:0] D, input clock, input clear, input load, output reg [63:0] Q); 
	always @(posedge clock)
		if(clear)
		begin
			Q <= 64'b0; 
			end 
			else if(load)
			begin 
			Q  <= D; 
			end 
endmodule 
module mdr_reg (output [31:0] Q, input [31:0] mdata_in, input MDRin, input clock, 
		input reset, input MDR_in, input [31:0] BusMuxOut); 
	wire [31:0] d; 
	MD_Mux MD_mux (.Output(d), .A(BusMuxOut), .B(mdata_in),.Select(MDR_in)); 
	Reg32 q (.D(d), .clock(clock),.clear(reset), .load(MDRin), .Q(Q)); 
endmodule
</file>
<file path="flow/run.sh">
#!/bin/bash
# OpenROAD 26Q1-2900-gdf79404cd8, Yosys 0.63+post, stock flow scripts
make -C /OpenROAD-flow-scripts/flow DESIGN_CONFIG=/design/flow/config.mk WORK_HOME=/design/flow/orfs finish
</file>
==> Flow_metrics.wiki <==
=== Physical design figures ===
{| class="wikitable"
! Metric !! Value
|-
| Run status || completed
|-
| First-pass GRT wire length || 8045 um
|-
| Post-route minimum period || around 0.91 ns
|-
| Starting density of the core || ~15%
|-
| Number of buffers added by the clock tree synthesis step || 5
|-
| Total cell area at the placement stage || 2601 um^2
|-
| Top library cells by usage in the layout, fill and taps aside || sky130_fd_sc_hd__clkdlybuf4s50_1 (65), sky130_fd_sc_hd__mux2i_1 (32), sky130_fd_sc_hd__nor2_1 (32), sky130_fd_sc_hd__a211oi_1 (32), sky130_fd_sc_hd__dfxtp_2 (32)
|-
| Per-instance average area after synthesis || 10.12 um^2
|-
| Number of antenna cells inserted || 0
|-
| Initial DRC count || 37
|-
| Gate Count Post-Synth || 142
|-
| Number of warnings reported in the yosys synthesis log || roughly 66
|-
| Maximum level of the CTS H-tree || 2
|-
| Floorplan row count || 36
|-
| Routed WL per cell || between 10 and 15 um
|-
| Fraction of final layout cells sized beyond drive strength 1 || between 30% and 40%
|-
| Maximum number of pins on one net before global-route repair || 35
|-
| Worst vdd ir || a little under 0.6 mV
|-
| Clock-pin slew reported for the worst setup and hold paths after clock tree synthesis || about 0.070 ns
|-
| Worst endpoint required time || about 0.80 ns
|-
| Number of antenna violations at the first check in global routing || 1
|-
| Critical Path Source Type || flop
|-
| Total buffers and inverters traversed by the critical path || 1
|-
| Achievable frequency || roughly 1100 MHz
|-
| Largest reg by FF count || q.Q
|-
| Cells along the critical path || buf_2
|-
| Max FFs per register || 32
|-
| Final instance area || roughly 2600 um^2
|-
| MaxCap Viol Count || 0
|-
| Most instantiated logic cell after routing || sky130_fd_sc_hd__clkdlybuf4s50_1
|-
| Worst slew pin tran || approximately 0.18 ns
|-
| GR Overflow Total || 0
|-
| Worst hold path depth || 3
|-
| Final-report setup violation count || 0
|-
| Worst hold margin || 0.3120 ns
|-
| Placeable core area || 9774 um^2
|-
| Port Buffers || just under 100
|-
| HPWL after detailed placement || about 4100 um
|-
| Worst EP arrival || slightly above 0.7 ns
|-
| Num Clock Sinks || 32
|-
| Clock tree root driver cell || sky130_fd_sc_hd__clkbuf_8
|-
| Crit-path max FO || 2
|-
| Classification of the worst setup path || flop to output pin
|-
| Hold WC Path Type || input port to flop
|-
| TritonCTS clock tree || built
|-
| OpenROAD warning count || 25
|-
| Type of element capturing the critical path || output pin
|-
| Chip area in the Yosys report || between 1000 and 1500 um^2
|-
| Count of nets left with antenna violations after detail routing || 0
|-
| Global placement routability congestion || approximately 0.77
|-
| Synth Seq Share || between 40% and 50%
|-
| Vias per Instance || between 3 and 4
|-
| Number of filler cells placed in the layout || approximately 1,000
|-
| Number of top-level design ports || about 100
|-
| Width of the die || between 100 and 150 um
|-
| Clock tree buffer depth || 2
|-
| Final Hold Vio Count || 0
|-
| Vias || around 1,400
|-
| Layout overhead on the synthesized area || 83.20%
|-
| Fin Clk Skew || 0 ns
|-
| Yosys Instances || 142
|-
| Final Max-Slew Violation Tally || 0
|-
| Overall routed net length || about 5000 um
|-
| Setup repair after global routing missed its margin || false
|-
| Number of optimization iterations in the first detailed-route pass || 4
|-
| Combined area of all synthesized cells || around 1400 um^2
|-
| Cell Type Count || 9
|-
| Number of cells on the worst reg-to-reg path || 3
|-
| Share of the cycle needed by the critical path after routing || about nine tenths
|-
| Number of global-route vias before repair || around 1,500
|-
| Clock latency reported for the late side of the worst-skew pair || between 0.2 and 0.3 ns
|-
| Slowest cell on the critical path || sky130_fd_sc_hd__dfxtp_2
|-
| Areal power density over the cells || 1283 nW/um^2
|-
| Global-route total usage across every layer || under 10%
|-
| Largest registers || q.Q x32
|-
| Area of the die || 14,400 um^2
|-
| Chip height || 120 um
|-
| Delay of the slowest cell on the worst path || roughly 0.32 ns
|-
| Post-route DRC || 0
|-
| Worst relative slew slack || between 80% and 90%
|-
| Leakage power || 1.131 nW
|-
| Family with the most delay on the worst path || flip-flops
|-
| Critical Path Stages || 1
|-
| Post-synthesis register bit count || 32
|}
power by group:
group | total [W] | switching [W] | internal [W] | leakage [nW]
combinational | 0.000700 | 0.000233 | 0.000467 | 0.800
sequential | 0.00143 | 0.0000439 | 0.00139 | 0.275
clock | 0.00125 | 0.000506 | 0.000740 | 0.0552
total | 0.00338 | 0.000783 | 0.00260 | 1.13
synth_stat cells:
| cell type | instances | area, um^2 |
|---|---|---|
| sky130_fd_sc_hd__buf_12 | 3 | 60.06 |
| sky130_fd_sc_hd__buf_6 | 1 | 11.26 |
| sky130_fd_sc_hd__nor2_1 | 32 | 120.1 |
| sky130_fd_sc_hd__dfxtp_1 | 32 | 640.6 |
| sky130_fd_sc_hd__a211oi_1 | 32 | 240.2 |
| sky130_fd_sc_hd__mux2i_1 | 32 | 320.3 |
| sky130_fd_sc_hd__clkbuf_1 | 6 | 22.52 |
| sky130_fd_sc_hd__buf_2 | 3 | 15.01 |
| sky130_fd_sc_hd__buf_4 | 1 | 7.510 |
stage by stage:
step	utilization, %	total power (W)	cells	worst slack [ns]	TNS [ns]
finish	26.95	0.003378	385	0.08583	0
global route	26.95	0.003596	385	0.03872	0
CTS	27.10	0.003456	383	0.0002242	0
detailed placement	26.61	0.002225	371	-0.1274	-3.555
global placement	26.61	0.002215	371	-0.1107	-3.470
floorplan	-	0.001694	142	0.1512	0
repair_timing:
item	CTS	global route
hold buffers	0	0
setup endpoints to repair	32	6
setup buffers	4	2
resized	126	6
cell families after synthesis:
family	Yosys count	synth area share (%)
flip-flops	32	44.56
AND/OR/NAND/NOR	32	8.355
multiplexers	32	22.28
buffers and inverters	14	8.094
AND-OR/OR-AND	32	16.71
layout make-up:
cell class	count	area [um^2]	area share, %
timing repair buffer	116	998.5	37.91
sequential	32	680.7	25.84
multi-input combinational	96	680.7	25.84
tap	133	166.4	6.318
clock buffer	6	72.57	2.755
clock inverter	2	35.03	1.330
layer usage:
layer	track usage, %	wire, um	part of all wire (%)
met4	0.7541	57	1.1
met2	10.63	2191	43
met1	8.950	2382	47
met3	2.903	432	8.5
met5	0	0	0
worst paths after layout:
kind | to | from | slack (ns)
max | Q[31] | q.Q[31]$_SDFFE_PP0P_ | 0.09
min | q.Q[0]$_SDFFE_PP0P_ | MDRin | 0.31
min reg2reg | q.Q[21]$_SDFFE_PP0P_ | q.Q[21]$_SDFFE_PP0P_ | 0.48
max reg2reg | q.Q[11]$_SDFFE_PP0P_ | q.Q[11]$_SDFFE_PP0P_ | 0.27
Power is estimated from default activity; no workload was simulated.
