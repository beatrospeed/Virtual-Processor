===== flow/config.mk =====
export PLATFORM = sky130hd
export DESIGN_NAME = Reg64
export DESIGN_NICKNAME = Reg64
export VERILOG_FILES = /design/flow/design.v
export SDC_FILE = /design/flow/constraint.sdc
export NUM_CORES = 4
export LEC_CHECK = 1
export CORE_UTILIZATION = 30

===== flow/constraint.sdc =====
current_design Reg64

set clk_period 1.0
set clk_io_pct 0.2

create_clock -name clk0 -period $clk_period [get_ports {clock}]

set non_clock_inputs [all_inputs -no_clocks]
set_input_delay [expr $clk_period * $clk_io_pct] -clock clk0 $non_clock_inputs
set_output_delay [expr $clk_period * $clk_io_pct] -clock clk0 [all_outputs]

===== flow/design.v =====
module Reg32(input [31:0] D, input clock, input clear, input load, output reg [31:0] Q); 
	always @(posedge clock)
		if(clear)
		begin
			Q <= 32'b0; 
			end 
			else if(load)
			begin 
			Q  <= D; 
			end 
endmodule 
module Reg64(input [63:0] D, input clock, input clear, input load, output reg [63:0] Q); 
	always @(posedge clock)
		if(clear)
		begin
			Q <= 64'b0; 
			end 
			else if(load)
			begin 
			Q  <= D; 
			end 
endmodule 
module mdr_reg (output [31:0] Q, input [31:0] mdata_in, input MDRin, input clock, 
		input reset, input MDR_in, input [31:0] BusMuxOut); 
	wire [31:0] d; 
	MD_Mux MD_mux (.Output(d), .A(BusMuxOut), .B(mdata_in),.Select(MDR_in)); 
	Reg32 q (.D(d), .clock(clock),.clear(reset), .load(MDRin), .Q(Q)); 
endmodule

===== flow/run.sh =====
#!/bin/bash
# OpenROAD 26Q1-2900-gdf79404cd8, Yosys 0.63+post, stock flow scripts
make -C /OpenROAD-flow-scripts/flow DESIGN_CONFIG=/design/flow/config.mk WORK_HOME=/design/flow/orfs finish

==> impl_metrics.json <==
{
  "status": "finished clean",
  "antenna_found_initial": 0,
  "cpLargestDelayFamily": "flip-flops",
  "grt_pass1_wl_um": 7800,
  "core-area_um2": 7330,
  "dp_cells": 428,
  "synth_cell_type_count": 7,
  "max_freq_ghz": 1.04,
  "critPathRequiredTime_ns": 0.80,
  "p_leak_nw": 1.78,
  "cts_root_buf": "clkbuf_8",
  "worstPathMaxFanout": 2,
  "clk_pin_slew_ns": 0.07,
  "ios": 131,
  "power_frac_seq": 0.486,
  "ff_type": "dfxtp_1",
  "first_pass_iters": 4,
  "cp.arrival_ns": 0.76,
  "grt_use_met1": 0.182,
  "cts_num_sinks": 64,
  "die_area_um2": 7990,
  "clock_latency_ns": 0.33,
  "cts_tree": "built",
  "grt_use_met2": 0.196,
  "crit_type": "reg2out",
  "drive_above_1_share": 0.438,
  "antenna_left": 0,
  "common_cells": "dfxtp_1 (64), mux2i_1 (64), nor2_1 (64), buf_1 (6), buf_8 (6)",
  "antenna_cells": 0,
  "rsz0062_at_grt": "yes",
  "reg_top3": "Q: 64 flops",
  "drc": 0,
  "period_needed_ns": 0.957,
  "fin_total_pwr_mw": 5.75,
  "p_switching_mw": 1.24,
  "rr_startpoint": "Q[28]",
  "grt_pass1_vias": 1675,
  "syn_avg_cell_area_um2": 11.1,
  "ir_drop_mv": 0.656,
  "regMostFlops": "Q",
  "warnings": 26,
  "ys_seq_share": 0.559,
  "cts_inserted_buffers": 9,
  "drv_slew": 0,
  "grt_overflow": 0,
  "dp_hpwl_um": 3660,
  "slowest_delay_ns": 0.32,
  "skew_ns": 0,
  "fill_cells": 682,
  "worstMarginPinSlew_ns": 0.145,
  "first_iter_violations": 30,
  "hold_violations": 0,
  "swShare": 0.216,
  "synthArstFlopShare": 0,
  "row_count": 31,
  "maxCapViolations": 0,
  "edf_count": 0,
  "use_met3": 0.0337,
  "cpMaxStageDelayCell": "dfxtp_2",
  "grt_use_total": 0.126,
  "grt_max_degree": 33,
  "crit_chain": "buf_2",
  "combPwrFrac": 0.130,
  "die_y_um": 89.4,
  "vias": 1847,
  "syn_area_um2": 2290,
  "ys_cells": 206,
  "min_path_type": "in2reg",
  "finalClockPeriodUsage": 0.957,
  "place.gp.congestion": 0.753,
  "cts_max_path_buffers": 2,
  "largest_register_ffs": 64,
  "wl_um": 5270,
  "p_int_mw": 4.51,
  "grt-busiest-layer": "met2",
  "ys_warn_count": 1,
  "ctsHtreeMaxLevel": 3,
  "synth_top_area_share": 0.559,
  "setup_viol": 0,
  "crit_start": "Q[63]",
  "io_buffers": 130,
  "max_slew_margin": 0.900,
  "ys_chip_area_um2": 2290,
  "area_delta_synth_final_pct": 58.9,
  "cts_hold_buf": 0,
  "synthTopCellsByArea": "dfxtp_1 (56%), mux2i_1 (28%), nor2_1 (10%)",
  "syn_inst": 206,
  "ys_ff": 64,
  "power.density_nw_per_um2": 1580,
  "critPathBufInv": 1,
  "yosysTopAreaCell": "dfxtp_1",
  "wl_per_cell_um": 11.9,
  "hp-start": "load",
  "avgViaCountPerCell": 4.16,
  "die_w_um": 89.4,
  "fp_util": 0.313,
  "layout.cells.non_filler": 444,
  "p_clk_frac": 0.385,
  "worstSetupEndpointType": "primary output",
  "startpoint_type": "register"
}
## cells in the final DEF, fill, tap and decap left out
cell type and n:
clkbuf_8 11, clkbuf_1 2, clkdlybuf4s50_1 64, bufinv_16 1, clkinv_2 2, dfxtp_2 64, mux2i_1 64, buf_4 4
buf_2 65, nor2_1 64, buf_12 4
## stage by stage
stage	worst slack [ns]	instance area, um^2	util	TNS, ns	hold slack, ns
global route	-0.000433	3640	0.497	-0.000433	0.248
detailed placement	0.000704	3680	0.502	0	0.483
CTS	0.0123	3640	0.497	0	0.221
global placement	0.000636	3680	0.502	0	0.471
floorplan	0.146	2290	-	0	0.347
finish	0.0428	3640	0.497	0	0.239
## timing repair
item,4_1_cts,5_1_grt
gates resized,256,0
pin swaps,0,0
endpoints found under the setup margin,64,1
buffers inserted,0,0
## worst min-delay path: stages
cell and delay [ns]:
buf_4 0.17, mux2i_1 0.10, nor2_1 0.07
## path summary, 6_finish.rpt
path | to | slack, ns | cells after the start
min | Q[42] | 0.24 | 3
max reg2reg | Q[28] | 0.39 | 2
max | Q[63] | 0.04 | 1
min reg2reg | Q[25] | 0.48 | 2
## cell families (layout without fill, tap and decap cells)
kind of cell	count (synthesis)	count (layout)	synth area share
flops	64	64	0.559
simple gates	64	64	0.105
mux	64	64	0.280
buf+inv	14	153	0.0563
## power by group through the flow
stage	registers, mW	logic, mW	clock network [mW]
CTS	2.79	0.762	2.30
global route	2.81	0.827	2.40
finish	2.79	0.745	2.21
## final cells by class
type / instances / area, um^2 / share of cell area
clock buffer: 13 / 159 / 0.0436
clock inverter: 3 / 40.0 / 0.0110
multi-input combinational: 128 / 881 / 0.242
sequential: 64 / 1360 / 0.374
tap: 99 / 124 / 0.0340
timing repair buffer: 137 / 1080 / 0.296
## routing by layer
layer / up-vias / routed length, um
li1: 949 / -
met1: 814 / 2370
met3: 9 / 491
met2: 75 / 2300
met5: - / 0
met4: 0 / 104
Power and IR drop assume default switching activity.
